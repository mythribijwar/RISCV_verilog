[/design/flow/design.v]
module Reg_File(clk, reset, RegWrite, Rs1, Rs2, Rd, Write_data, read_data1, read_data2);
    input clk, reset, RegWrite;
    input [4:0] Rs1, Rs2, Rd;
    input [31:0] Write_data;
    output [31:0] read_data1, read_data2;
    integer k;
    reg [31:0] Registers[31:0];
    always @(posedge clk or posedge reset) begin
        if (reset) begin
            Registers[0]  <= 0;
            Registers[1]  <= 4;
            Registers[2]  <= 2;
            Registers[3]  <= 24;
            Registers[4]  <= 4;
            Registers[5]  <= 1;
            Registers[6]  <= 44;
            Registers[7]  <= 4;
            Registers[8]  <= 4;
            Registers[9]  <= 1;
            Registers[10] <= 23;
            Registers[11] <= 4;
            Registers[12] <= 90;
            Registers[13] <= 10;
            Registers[14] <= 30;
            Registers[15] <= 20;
            Registers[16] <= 40;
            Registers[17] <= 30;
            Registers[18] <= 60;
            Registers[19] <= 70;
            Registers[20] <= 80;
            Registers[21] <= 80;
            Registers[22] <= 90;
            Registers[23] <= 70;
            Registers[24] <= 60;
            Registers[25] <= 65;
            Registers[26] <= 4;
            Registers[27] <= 32;
            Registers[28] <= 12;
            Registers[29] <= 34;
            Registers[30] <= 5;
            Registers[31] <= 10;
        end 
        else if (RegWrite && Rd != 0) begin
            Registers[Rd] <= Write_data;    
        end
    end
    assign read_data1 = Registers[Rs1];
    assign read_data2 = Registers[Rs2];
endmodule
[/design/flow/run.sh]
#!/bin/bash
# OpenROAD 26Q1-2900-gdf79404cd8, Yosys 0.63+post, stock flow scripts
make -C /OpenROAD-flow-scripts/flow DESIGN_CONFIG=/design/flow/config.mk WORK_HOME=/design/flow/orfs finish
[/design/flow/config.mk]
export PLATFORM = sky130hd
export DESIGN_NAME = Reg_File
export DESIGN_NICKNAME = Reg_File
export VERILOG_FILES = /design/flow/design.v
export SDC_FILE = /design/flow/constraint.sdc
export NUM_CORES = 4
export LEC_CHECK = 1
export CORE_UTILIZATION = 50
[/design/flow/constraint.sdc]
current_design Reg_File

set clk_period 14.0
set clk_io_pct 0.2

create_clock -name clk0 -period $clk_period [get_ports {clk}]

set non_clock_inputs [all_inputs -no_clocks]
set_input_delay [expr $clk_period * $clk_io_pct] -clock clk0 $non_clock_inputs
set_output_delay [expr $clk_period * $clk_io_pct] -clock clk0 [all_outputs]
==> impl_metrics.py <==
# Synthesis and PnR figures
metrics = {
    "place": {
        "placed_area_um2": 54500,
        "portBuffers": 113,
        "hpwl_mm": 155.9,
        "gp_congestion": 1.089,
    },
    "synth": {
        "topCellsByArea": "dfrtp_1 (46%), mux2_2 (22%), a22oi_1 (11%), dfstp_2 (3.5%), buf_2 (1.8%)",
        "top_area_cell": "dfrtp_1",
        "synth_top_cell_by_count": "mux2_2",
        "ys_chip_area_um2": 51650,
        "top_cells_by_count": "mux2_2 (1005), dfrtp_1 (955), a22oi_1 (736), nand2_1 (205), clkbuf_1 (188)",
        "syn_avg_cell_area_um2": 11.82,
        "ys_warn_count": 2,
        "yosys.cell_types.count": 79,
        "ys.flops": 1024,
        "ys_cells": 4368,
        "synth_top_flop_cell": "dfrtp_1",
        "syn_area_um2": 51650,
        "syn_inst": 4368,
        "synth-edff-count": 0,
        "async_reset_ff_share_pct": 100.0,
        "postSynthSeqShare_pct": 49.78,
        "top_area_share_pct": 46.27,
    },
    "clocking": {
        "postCtsSetupRepairBufs": 0,
        "cts_tree": "yes",
        "cts_made_buffers": 110,
        "cts_resized": 0,
        "ctsLongestPathBuffers": 3,
        "cts_sinks": 1024,
        "postCtsHoldBufs": 0,
        "htree_levels": 3,
        "cts_root_buf": "clkbuf_16",
        "clk_latency_ns": 0.73,
        "path_clk_slew_ns": 0.06,
    },
    "power_and_ir_drop": {
        "p_int_w": 0.005969,
        "powerDensity_nw_per_um2": 143.6,
        "ir_worst_vdd_mv": 0.1002,
        "leakage_nw": 25.18,
        "swShare_pct": 28.71,
        "pwr-share-seq_pct": 49.0,
        "power_w": 0.008373,
        "p_sw_w": 0.002404,
        "p_comb_share_pct": 14.4,
        "clock_power_share_pct": 36.5,
    },
    "final_timing": {
        "tns_ns": 0,
        "fmax_mhz": 96.59,
        "setup_viol": 0,
        "rsz0062_at_grt": "false",
        "min_period_ns": 10.35,
        "finalCritPeriodShare_pct": 73.95,
        "drv_slew": 0,
        "finalHoldViolCount": 0,
        "hold_slack_ns": 0.4010,
        "slew_headroom_pct": 2.233,
        "fin_skew_ns": 0,
        "worst_pin_slew_ns": 1.430,
    },
    "global_routing": {
        "grt_pass1_wl_mm": 358.8,
        "overflow": 0,
        "grt_usage_pct": 53.11,
        "grt_max_degree": 119,
        "grt_pass1_vias": 44050,
        "antenna_found_initial": 17,
    },
    "setup_path": {
        "crit_path_max_fanout": 30,
        "critPathKind": "in2out",
        "cp_data_arrival_time_ns": 7.55,
        "cp-end-kind": "primary output",
        "crit_required_ns": 11.20,
        "critPathLaunchType": "input port",
    },
    "final_layout": {
        "fill_cells": 8403,
        "reg_top3": "Registers (1024)",
        "fin_area_um2": 58310,
        "largest_register_ffs": 1024,
        "drive_gt1_share_pct": 35.96,
        "syn_to_final_growth_pct": 12.90,
        "regMostFlops": "Registers",
    },
    "floorplanning": {
        "chipWidth_um": 323.4,
        "fp.dieH_um": 323.4,
        "design.core.area_um2": 102000,
        "fp-utilization_pct": 50.62,
        "num_rows": 117,
        "chipArea_um2": 104600,
        "ios": 114,
    },
    "route": {
        "first_pass_iters": 10,
        "vias": 45050,
        "routed_wl_mm": 261.6,
        "viasPerCell": 7.720,
        "ant_nets": 0,
        "first_iter_violations": 6295,
        "wl_per_cell_um": 44.83,
        "drc": 0,
    },
    "run": {
        "warnings": 35,
        "max-cap-violations": 0,
    },
    "min_path": {
        "holdCritPathClass": "reg2reg",
    },
    "outcome": {
        "status": "complete, no violations",
    },
}
-- layer usage --
metal | vias up | share of wire [%] | global-route usage (%)
li1 | 16740 | - | -
met1 | 22570 | 34 | 66.09
met2 | 4313 | 39 | 66.80
met3 | 1408 | 18 | 37.42
met4 | 24 | 8.5 | 32.13
met5 | - | 0.22 | 5.648
-- kinds of logic (layout without fill, tap and decap cells) --
family / after synthesis / count (layout) / share of synthesized area (%)
other: 0 / 23 / 0
AND-OR/OR-AND: 1074 / 1074 / 15.70
flip-flops: 1024 / 1024 / 49.78
multiplexers: 1041 / 1041 / 22.65
AND/OR/NAND/NOR: 759 / 759 / 7.617
buffers and inverters: 470 / 546 / 4.256
-- path summary, 6_finish.rpt --
kind / cells past startpoint / to / slack (ns) / start
max: 10 / read_data2[26] / 3.65 / Rs2[0]
min: 0 / Registers[0][30]$_DFFE_PP0P_ / 0.40 / Registers[0][30]$_DFFE_PP0P_
max reg2reg: 1 / Registers[24][18]$_DFFE_PP0P_ / 13.04 / Registers[24][18]$_DFFE_PP0P_
min reg2reg: 0 / Registers[0][30]$_DFFE_PP0P_ / 0.40 / Registers[0][30]$_DFFE_PP0P_
max in group asynchronous: 6 / Registers[26][12]$_DFFE_PP0P_ / 8.12 / reset
min in group asynchronous: 2 / Registers[30][8]$_DFFE_PP0P_ / 2.56 / reset
-- critical path, cell delays in order --
cell and delay, ns:
buf_2 0.55, buf_4 0.50, nand2b_1 0.78, nor3_4 0.27, buf_4 0.41, a22oi_1 0.20
nand2_1 0.07, a2111oi_0 1.11, a31oi_1 0.33, clkdlybuf4s50_1 0.49
-- area by class of cell --
class | count | area, µm² | area share [%]
inverters | 5 | 22.52 | 0.03862
diodes | 23 | 57.56 | 0.09871
repair buffers | 339 | 2810 | 4.819
flip-flops and latches | 1024 | 25710 | 44.09
clock buffers | 166 | 3318 | 5.691
multi-input cells | 2874 | 24250 | 41.58
well taps | 1368 | 1712 | 2.935
clock inverters | 36 | 431.7 | 0.7403
-- power by group through the flow --
stage | Clock, W | Combinational, W | Sequential (W)
after global routing | 0.00318 | 0.00127 | 0.00416
after CTS | 0.00306 | 0.00118 | 0.00408
final | 0.00306 | 0.00121 | 0.00411
-- cells in the final DEF (no fill, tap or decap), drive strengths merged, types with 22 or more instances in the layout --
| cell | instances |
|---|---|
| nor4 | 36 |
| a21oi | 74 |
| a22o | 61 |
| nand2 | 207 |
| dfstp | 69 |
| a22oi | 736 |
| dfrtp | 955 |
| nor2 | 173 |
| nor3 | 67 |
| diode | 23 |
| a31oi | 29 |
| clkinv | 22 |
| nand3 | 63 |
| clkdlybuf4s50 | 104 |
| clkbuf | 166 |
| mux2 | 1011 |
| nand4 | 99 |
| a222oi | 28 |
| mux2i | 29 |
| a221oi | 39 |
| buf | 235 |
-- metrics by stage --
step | std cells | utilization (%) | setup slack (ns)
after floorplan | 4368 | - | -2.858
after global placement | 5610 | 53.42 | 4.348
after detailed placement | 5610 | 53.42 | 4.297
after CTS | 5812 | 57.09 | 4.276
after global routing | 5817 | 57.10 | 3.922
final | 5835 | 57.15 | 3.647
No activity file was given, so power comes from the tool's default toggle rates.
