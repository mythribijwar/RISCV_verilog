==> /design/flow/design.v <==
module Data_Memory(clk, reset, MemWrite, MemRead, read_address, Write_data, MemData_out);
    input clk, reset, MemWrite, MemRead;
    input [31:0] read_address, Write_data;
    output [31:0] MemData_out;
    reg [31:0] D_Memory[63:0];
    integer k;
    always @(posedge clk or posedge reset) begin
        if (reset) begin
            for (k = 0; k < 64; k = k + 1)
                D_Memory[k] <= 32'b00;
        end
        else if (MemWrite) begin
            D_Memory[read_address] <= Write_data;
        end
    end
    assign MemData_out = (MemRead) ? D_Memory[read_address] : 32'b00;
endmodule
==> /design/flow/run.sh <==
#!/bin/bash
# OpenROAD 26Q1-2900-gdf79404cd8, Yosys 0.63+post, stock flow scripts
make -C /OpenROAD-flow-scripts/flow DESIGN_CONFIG=/design/flow/config.mk WORK_HOME=/design/flow/orfs finish
==> /design/flow/config.mk <==
export PLATFORM = sky130hd
export DESIGN_NAME = Data_Memory
export DESIGN_NICKNAME = Data_Memory
export VERILOG_FILES = /design/flow/design.v
export SDC_FILE = /design/flow/constraint.sdc
export NUM_CORES = 4
export LEC_CHECK = 1
export CORE_UTILIZATION = 30
==> /design/flow/constraint.sdc <==
current_design Data_Memory

set clk_period 7.7
set clk_io_pct 0.2

create_clock -name clk0 -period $clk_period [get_ports {clk}]

set non_clock_inputs [all_inputs -no_clocks]
set_input_delay [expr $clk_period * $clk_io_pct] -clock clk0 $non_clock_inputs
set_output_delay [expr $clk_period * $clk_io_pct] -clock clk0 [all_outputs]
==> results_tabular.tex <==
% Implementation results table
\begin{tabular}{lr}
\hline
Metric & Value \\
\hline
\multicolumn{2}{l}{\textbf{Detailed routing}} \\
First DRT Iteration DRCs & 5548 \\
Via count & 62.80k \\
Detail-routed net length per standard cell & 36.38 um \\
Wire length after detailed routing & 388400 um \\
DRC violation count after routing & 0 \\
Final ANT Viol Nets & 0 \\
DR vias/cell & 5.881 \\
Initial DRT Pass Iterations & 17 \\
\multicolumn{2}{l}{\textbf{GRT}} \\
Number of global-route vias before repair & 63.36k \\
Grt ovf & 0 \\
Routing usage on met1 & 32.09\% \\
First-pass GRT wire length & 533300 um \\
Antenna violations before repair & 24 \\
Met3 usage in global routing & 17.35\% \\
Top Usage Layer GRT & met2 \\
Met2 global-route usage & 36.71\% \\
Largest net degree at the start of global routing & 133 \\
All-layer global routing usage & 26.88\% \\
\multicolumn{2}{l}{\textbf{Clock network}} \\
Number of buffers added by the clock tree synthesis step & 213 \\
Cell at the root of the clock tree & sky130\_fd\_sc\_hd\_\_clkbuf\_16 \\
Hold buffers post-CTS & 0 \\
Maximum clock insertion buffer count & 3 \\
Clock insertion delay at the later pin of the skew report & 0.88 ns \\
Post-CTS setup buffer count & 0 \\
H-tree lvl count & 4 \\
Number of sinks handled by clock tree synthesis & 2048 \\
Count of instances resized after the clock tree is built & 0 \\
Clock transition time at the flip-flop clock pins of the worst setup and hold paths & 0.06 ns \\
Clock tree from TritonCTS & done \\
\multicolumn{2}{l}{\textbf{Critical path}} \\
R2R setup slack & 6.90 ns \\
Data arrival time of the critical path & 5.94 ns \\
Required time at the endpoint of the critical path & 6.16 ns \\
Kind of start point of the critical path & primary input \\
Critical-path maximum fanout & 10 \\
Worst Setup Path Type & in2out \\
Endpoint type of the worst setup path & output pin \\
\multicolumn{2}{l}{\textbf{Power and ir drop}} \\
Cell area power density & 249.3 mW/mm\^{}2 \\
Static Leak & 48.55 nW \\
Max IR drop VDD & 0.2118 mV \\
\multicolumn{2}{l}{\textbf{Synth}} \\
Total standard cell area after synthesis & 0.08897 mm\^{}2 \\
Instance count of the mapped netlist & 6531 \\
Most used flip-flop cell & sky130\_fd\_sc\_hd\_\_dfrtp\_1 \\
Synthesized registers & 2048 \\
Yosys cell count & 6531 \\
Share of the synthesized area in the top cell type & 57.60\% \\
Sequential-to-total area share from yosys stat & 57.60\% \\
Number of distinct library cells after synthesis & 50 \\
Average cell area after synthesis & 13.62 um\^{}2 \\
Post-synth EDFFs & 0 \\
Largest cells by area & sky130\_fd\_sc\_hd\_\_dfrtp\_1 58\%, sky130\_fd\_sc\_hd\_\_mux2\_2 26\%, sky130\_fd\_sc\_hd\_\_a22oi\_1 7.3\% \\
Warnings, synthesis & 2 \\
Library cell occupying the most area in the post-synthesis netlist & sky130\_fd\_sc\_hd\_\_dfrtp\_1 \\
Share of async-settable or async-resettable flops after synthesis & 100.0\% \\
Area reported by Yosys stat & 0.08897 mm\^{}2 \\
\multicolumn{2}{l}{\textbf{STA}} \\
Min Hold Slack & 0.4877 ns \\
Worst Tran Pin Value & 1.173 ns \\
Fin Setup TNS & 0 ns \\
Max Clock Freq & 0.1337 GHz \\
Total of endpoints with negative setup slack in the final report & 0 \\
Tightest slew margin relative to the limit & 21.61\% \\
Unrepaired setup endpoints after global routing & false \\
Layout Skew & 0 ns \\
Max Transition Viols Final & 0 \\
Final hold violation count & 0 \\
Shortest clock period the worst path allows after layout & 7.479 ns \\
Share of the clock period used by the worst path after layout & 97.12\% \\
\multicolumn{2}{l}{\textbf{Final layout}} \\
Max FFs per register & 2048 \\
Register ranked first by flip-flop count & D\_Memory \\
Layout cells sized above 1 & 44.03\% \\
Final core area utilization & 35.08\% \\
Non-filler instance count after layout & 10.68k \\
Largest registers & D\_Memory: 2048 flops \\
Footprint of the flip-flops and latches & 0.05125 mm\^{}2 \\
Multi-input combinational cell area & 0.03561 mm\^{}2 \\
Synthesis-to-layout area growth & 16.13\% \\
\# fillers & 27.54k \\
\multicolumn{2}{l}{\textbf{Die}} \\
Rows & 199 \\
Starting utilization of the core area & 30.21\% \\
Die width & 546.6 um \\
Total die area & 0.2988 mm\^{}2 \\
Core area & 0.2946 mm\^{}2 \\
Die height & 546.6 um \\
Number of placed I/O pins & 100 \\
\multicolumn{2}{l}{\textbf{Outcome}} \\
Status & complete, no violations \\
\multicolumn{2}{l}{\textbf{Placement}} \\
Final GP Congestion & 0.9581 \\
Placed cells & 10.25k \\
I/O Buffers & 73 \\
Post-detailed-placement half-perimeter wirelength & 229700 um \\
\multicolumn{2}{l}{\textbf{Min path}} \\
Worst min path class & reg2reg \\
\multicolumn{2}{l}{\textbf{Job}} \\
Total number of warnings across the stage logs & 102 \\
\# Max-Cap Violations & 0 \\
\hline
\end{tabular}
==> cells in the mapped netlist (all sizes together), types with 23 or more instances <==
cell type  number
dfrtp        2048
mux2         2047
a22oi         871
clkbuf        333
buf           332
nand2         192
and3          126
nand4         126
nor2           69
nand3          62
nor4           60
a2111oi        45
o21ai          33
and2           32
a31oi          28
nor3           26
a21oi          23
==> layout make-up <==
| type | instances | share of cell area, % |
|---|---|---|
| repair buffers | 469 | 4.082 |
| flip-flops and latches | 2048 | 49.60 |
| multi-input cells | 3815 | 34.47 |
| diodes | 31 | 0.07508 |
| well taps | 3919 | 4.746 |
| clock buffers | 316 | 6.075 |
| clock inverters | 76 | 0.9397 |
| inverters | 3 | 0.01453 |
==> critical path, cell delays in order <==
cell and delay [ns]:
sky130_fd_sc_hd__clkdlybuf4s50_1 0.81, sky130_fd_sc_hd__nand2b_1 0.60, sky130_fd_sc_hd__buf_4 0.30, sky130_fd_sc_hd__nor2_4 0.06, sky130_fd_sc_hd__buf_4 0.24, sky130_fd_sc_hd__a2111oi_0 0.57
sky130_fd_sc_hd__buf_4 0.21, sky130_fd_sc_hd__nand3_1 0.06, sky130_fd_sc_hd__nor4_1 0.76, sky130_fd_sc_hd__a31oi_1 0.28, sky130_fd_sc_hd__clkdlybuf4s50_1 0.48
==> power breakdown <==
group / internal (W) / leakage, nW / switching, W
combinational: 0.00120 / 17.7 / 0.00110
clock: 0.00609 / 3.59 / 0.00451
sequential: 0.0122 / 27.2 / 0.000683
==> per-layer routing <==
layer  up-vias  routed length, um
met2      3930             160600
met1     33090             138100
met4        30              27090
met5         -                855
li1      24520                  -
met3      1227              61750
==> cell usage in the layout (no fill, tap or decap), drive strengths merged, types with 21 or more instances in the layout <==
| master | synthesis | final |
|---|---|---|
| clkbuf | 333 | 316 |
| a2111oi | 45 | 45 |
| a31oi | 28 | 28 |
| a21oi | 23 | 23 |
| buf | 332 | 428 |
| and2 | 32 | 32 |
| a22oi | 871 | 871 |
| mux2 | 2047 | 2047 |
| dfrtp | 2048 | 2048 |
| nand2 | 192 | 192 |
| nor3 | 26 | 26 |
| o21ai | 33 | 33 |
| and3 | 126 | 126 |
| diode | 0 | 31 |
| clkdlybuf4s50 | 0 | 40 |
| nor2 | 69 | 69 |
| a22o | 21 | 21 |
| nand3 | 62 | 62 |
| nor4 | 60 | 60 |
| clkinv | 0 | 56 |
| nand4 | 126 | 126 |
==> worst paths after layout <==
check | end | cells after the start | startpoint
setup / recovery | MemData_out[3] | 11 | read_address[4]
max in group asynchronous | D_Memory[31][5] | 5 | reset
hold reg to reg | D_Memory[50][21] | 1 | D_Memory[50][21]
min in group asynchronous | D_Memory[8][11] | 2 | reset
hold / removal | D_Memory[50][21] | 1 | D_Memory[50][21]
setup reg to reg | D_Memory[34][19] | 1 | D_Memory[34][19]
==> stage by stage <==
stage	area, um^2	setup WS, ns	power, W
after floorplan	88980	-22.28	0.01465
after global placement	95990	0.03420	0.01514
after detailed placement	96000	0.3077	0.01530
after CTS	103200	0.2572	0.02581
after global routing	103300	0.04623	0.02662
final	103300	0.2214	0.02576
==> logic make-up after synthesis <==
logic type / Yosys count / share of synthesized area (%)
multiplexers: 2049 / 25.93
AND/OR/NAND/NOR: 721 / 4.417
flip-flops: 2048 / 57.60
buffers and inverters: 668 / 3.250
AND-OR/OR-AND: 1045 / 8.803
No activity file was given, so power comes from the tool's default toggle rates.
