--- ./run.sh ---
#!/bin/bash
# OpenROAD 26Q1-2900-gdf79404cd8, Yosys 0.63+post, stock flow scripts
make -C /OpenROAD-flow-scripts/flow DESIGN_CONFIG=/design/flow/config.mk WORK_HOME=/design/flow/orfs finish
--- ./constraint.sdc ---
current_design Instruction_Memory

set clk_period 2.7
set clk_io_pct 0.2

create_clock -name clk0 -period $clk_period [get_ports {clk}]

set non_clock_inputs [all_inputs -no_clocks]
set_input_delay [expr $clk_period * $clk_io_pct] -clock clk0 $non_clock_inputs
set_output_delay [expr $clk_period * $clk_io_pct] -clock clk0 [all_outputs]
--- ./design.v ---
module Instruction_Memory(clk, reset, read_address, instruction_out);
    input clk, reset;
    input [31:0] read_address;
    output [31:0] instruction_out;
    reg [31:0] I_Memory[63:0];
    integer k;
    assign instruction_out = I_Memory[read_address];
    always @(posedge clk or posedge reset) begin
        if (reset) begin
            for (k = 0; k < 64; k = k + 1)
                I_Memory[k] = 32'b0;
        end else 
            I_Memory[0]  = 32'b00000000000000000000000000000000;  
            I_Memory[4]  = 32'b0000000_11001_10000_000_01101_0110011;  
            I_Memory[8]  = 32'b0100000_01000_00011_000_00101_0110011;  
            I_Memory[12] = 32'b0000000_00010_00011_111_00001_0110011;  
            I_Memory[16] = 32'b0000000_00101_00011_110_00100_0110011;  
            I_Memory[20] = 32'b000000001101_00010_000_10110_0010011;  
            I_Memory[24] = 32'b000000000001_01000_110_01001_0010011;  
            I_Memory[28] = 32'b000000000111_00101_010_01000_0000011;  
            I_Memory[32] = 32'b000000000011_00011_010_01001_0000011;  
            I_Memory[36] = 32'b0000000_01111_00101_010_01100_0100011;  
            I_Memory[40] = 32'b0000000_01110_00110_010_01010_0100011;  
            I_Memory[44] = 32'h00948663;  
    end
endmodule
--- ./config.mk ---
export PLATFORM = sky130hd
export DESIGN_NAME = Instruction_Memory
export DESIGN_NICKNAME = Instruction_Memory
export VERILOG_FILES = /design/flow/design.v
export SDC_FILE = /design/flow/constraint.sdc
export NUM_CORES = 4
export LEC_CHECK = 1
export CORE_AREA = 10 10 70 70
export DIE_AREA = 0 0 80 80
==> flow_summary.yaml <==
# yosys + openroad results
detailed_routing:
  postRouteAntennaNets: 0
  drc: 0
  finalWirelength_mm: 1.86
  viasPerCell: 3.86
  drt-initial-drc-count: 9
  firstDrtPassIters: 4
  route.detailed.wl_per_inst_um: 11.3
  num_antenna_cells: 0
  routed-via-count: 633
timing:
  hold_viol: 0
  rsz0062_at_grt: "no"
  finalSetupViolations: 0
  fmax_mhz: 381
  min_period_ns: 2.62
  slew_violations: 0
  finalCritPeriodShare_pct: 97.1
layout:
  seq_cell_count: 0
  drive_gt1_share_pct: 23.7
  fin_cells: 164
  synthToLayoutAreaGrowth_pct: 60.7
  ff_latch_area_um2: 0
  post-route-util_pct: 27.1
  num-clock-buffers: 0
  design_area_um2: 927
power_and_ir_drop:
  p_clk_share_pct: 0
  internal_power_w: 0.0000610
  power_w: 0.000108
  power_frac_seq_pct: 0
  pwr-share-comb_pct: 100.0
  irDropWorstVdd_uv: 48.8
  sw_frac_of_total_pct: 43.4
  powerDensity_nw_per_um2: 116
  p_leak_nw: 0.380
  p_switching_w: 0.0000467
synthesis:
  synth_seq_share_pct: 0
  synthDistinctLibCells: 31
  synth_dominant_cell_count: "buf_4"
  common_cells: "buf_4 (13), nor2_1 (10), nand2_1 (8)"
  syn_inst: 83
  synth_stat.cells: 83
  yosys_area_um2: 577
  yosysWarnings: 2
  syn-cell-area_um2: 577
  synth.largest_area_cell: "buf_4"
  syn_area_per_cell_um2: 6.95
  synth_top_area_share_pct: 16.9
  synth.area.top_cells: "buf_4 (17%), buf_6 (12%), nor2_1 (6.5%)"
hold_path:
  hold_depth: 5
  hold_class: "input port to output port"
placed_design:
  io_buffers: 30
  gp_congestion: 0.787
  dpl.cell_count: 164
  place_area_um2: 923
  dpl.hpwl_mm: 1.61
die:
  die_h_um: 80
  dieArea_um2: 6400
  io_pins: 66
  core_area_um2: 3420
  fp_util_pct: 16.9
  die_width_um: 80
  std_cell_rows: 21
clocking:
  post_cts_buffers: 0
  cts_hold_buffers: 0
grt:
  grt_overflow: 0
  antenna_found_initial: 0
  grt_pass1_wl_mm: 2.95
  globalRouteTotalUtil_pct: 5.47
  grt_pass1_vias: 602
  grt_max_degree: 10
worst_setup_path:
  cp.required_ns: 2.16
  cp_num_cells: 5
  cpMaxStageDelayCell: "clkdlybuf4s50_1"
  worstPathArrival_ns: 2.08
  crit_fanout: 8
  end_kind: "output port"
  crit_buf_inv: 3
  path_cells: "clkdlybuf4s50_1 -> or2_4 -> buf_4 -> a31oi_1 -> clkdlybuf4s50_1"
  crit_path_start_kind: "input port"
  critPathKind: "input port to output port"
  max_stage_delay_ns: 0.49
  crit_top_cell: "clkdlybuf4s50_1"
  crit_family: "buffers and inverters"
flow_run:
  maxCapViolations: 0
  warnings: 55
status:
  run_status: "finished, final reports clean"
## layer usage
metal	share of wire, %	vias up	global-route usage (%)
met2	45	20	8.67
met5	0	-	0
li1	-	339	-
met1	46	274	7.58
met4	0	0	0
met3	8.8	0	1.59
## through the flow
step	TNS [ns]	hold WS, ns	setup WS [ns]
final	0	1.81	0.0774
after floorplan	0	1.19	1.01
after CTS	0	2.01	0.0564
after global routing	0	1.88	0.00590
after global placement	-1.15	2.21	-0.118
after detailed placement	-1.08	2.20	-0.132
## layout make-up
class              instances  area, um^2
fillers                  395        2490
multi-input cells         71         440
well taps                 46        57.6
repair buffers            47         429
## final timing paths
path	start	to	slack, ns
worst max-delay path	read_address[1]	instruction_out[9]	0.08
worst min-delay path	read_address[3]	instruction_out[20]	1.81
## power by group through the flow
stage,Combinational (W),Clock (W),Sequential (W)
global route,0.000120,0,0
CTS,0.000110,0,0
finish,0.000108,0,0
## what timing repair did
item | 4_1_cts | 5_1_grt
gates resized | 6 | 1
cloned | 0 | 0
endpoints found under the setup margin | 15 | 1
pin swaps | 0 | 0
## cell usage in the layout, fill, tap and decap left out, types with 2 or more instances in the layout
master / synthesis / layout
a211oi_2: 2 / 2
a21oi_1: 6 / 6
a31oi_1: 2 / 2
and2b_1: 2 / 2
and3_1: 3 / 3
buf_4: 13 / 16
clkdlybuf4s50_1: 0 / 25
conb_1: 1 / 8
dlygate4sd2_1: 0 / 4
nand2_1: 8 / 8
nand2b_1: 3 / 3
nor2_1: 10 / 10
nor2b_1: 2 / 2
nor3_1: 5 / 5
xnor2_1: 2 / 2
## logic make-up (layout without fill, tap and decap cells)
family,after synthesis,after routing,synth area share (%)
AND-OR/OR-AND,18,18,23.4
multiplexers,2,2,3.69
buffers and inverters,19,47,28.6
other,1,8,0.650
AND/OR/NAND/NOR,41,41,40.6
XOR/XNOR,2,2,3.04
Power figures rest on the tool's default switching activity, not on a simulated workload.
